File: /design/flow/config.mk
export PLATFORM = sky130hd
export DESIGN_NAME = keyboard
export DESIGN_NICKNAME = keyboard
export VERILOG_FILES = /design/flow/design.v
export SDC_FILE = /design/flow/constraint.sdc
export NUM_CORES = 4
export LEC_CHECK = 1
export CORE_UTILIZATION = 40
export SYNTH_HDL_FRONTEND = slang
File: /design/flow/constraint.sdc
current_design keyboard

set clk_period 3.5
set clk_io_pct 0.2

create_clock -name clk0 -period $clk_period [get_ports {CLK}]

set non_clock_inputs [all_inputs -no_clocks]
set_input_delay [expr $clk_period * $clk_io_pct] -clock clk0 $non_clock_inputs
set_output_delay [expr $clk_period * $clk_io_pct] -clock clk0 [all_outputs]
File: /design/flow/design.v
`timescale 1ns / 1ps
module keyboard(
	input CLK,
   input PS2_CLK,	
   input PS2_DATA,
   output reg up, reg down, reg left, reg right, reg plus, reg minus, reg Enter, reg Escape, reg Reset, reg Pause
   );
	wire [7:0] ARROW_UP = 8'h75;	
	wire [7:0] ARROW_DOWN = 8'h72;
	wire [7:0] ARROW_LEFT = 8'h6B;
	wire [7:0] ARROW_RIGHT = 8'h74;
	wire [7:0] PLUS =  8'h55;
	wire [7:0] MINUS = 8'h4E;
	wire [7:0] ENTER = 8'h5A;
	wire [7:0] ESCAPE = 8'h76;
	wire [7:0] PAUSE = 8'hE071;
	reg read;			
	reg [11:0] count_reading;		
	reg PREVIOUS_STATE;		
	reg scan_err;				
	reg [10:0] scan_code;			
	reg [7:0] CODEWORD;			
	reg TRIG_ARR;				
	reg [3:0]COUNT;				
	reg TRIGGER = 0;			
	reg [7:0]DOWNCOUNTER = 0;		
	initial begin
		PREVIOUS_STATE = 1;		
		scan_err = 0;		
		scan_code = 0;
		COUNT = 0;			
		CODEWORD = 0;
		read = 0;
		count_reading = 0;
	end
	always @(posedge CLK) begin			
		if (DOWNCOUNTER < 249) begin			
			DOWNCOUNTER <= DOWNCOUNTER + 1;
			TRIGGER <= 0;
		end
		else begin
			DOWNCOUNTER <= 0;
			TRIGGER <= 1;
		end
	end
	always @(posedge CLK) begin	
		if (TRIGGER) begin
			if (read)				
				count_reading <= count_reading + 1;
			else 						
				count_reading <= 0;		
		end
	end
	always @(posedge CLK) begin		
	if (TRIGGER) begin						
		if (PS2_CLK != PREVIOUS_STATE) begin			
			if (!PS2_CLK) begin				
				read <= 1;				
				scan_err <= 0;				
				scan_code[10:0] <= {PS2_DATA, scan_code[10:1]};	
				COUNT <= COUNT + 1;			
			end
		end
		else if (COUNT == 11) begin				
			COUNT <= 0;
			read <= 0;					
			TRIG_ARR <= 1;					
			if (!scan_code[10] || scan_code[0] || !(scan_code[1]^scan_code[2]^scan_code[3]^scan_code[4]
				^scan_code[5]^scan_code[6]^scan_code[7]^scan_code[8]
				^scan_code[9]))
				scan_err <= 1;
			else 
				scan_err <= 0;
		end	
		else  begin						
			TRIG_ARR <= 0;					
			if (COUNT < 11 && count_reading >= 4000) begin	
				COUNT <= 0;			
				read <= 0;		
			end
		end
	PREVIOUS_STATE <= PS2_CLK;			
	end
	end
	always @(posedge CLK) begin
		if (TRIGGER) begin					
			if (TRIG_ARR) begin				
				if (scan_err) begin			
					CODEWORD <= 8'd0;		
				end
				else begin
					CODEWORD <= scan_code[8:1];	
				end				
			end					
			else CODEWORD <= 8'd0;		
		end
		else CODEWORD <= 8'd0;					
	end
	always @(posedge CLK) begin
        up = 0;
        right = 0;
        left = 0;
        down = 0;
        plus = 0;
        minus = 0;
        Enter = 0;
        Escape = 0;
        Pause = 0;
        Reset = 0;
		if (CODEWORD == ARROW_UP)
		begin				
			up = 1;
		end		
		else if (CODEWORD == ARROW_DOWN)
		begin				
			down = 1;	
		end		
        else if (CODEWORD == ARROW_LEFT)	
		begin				
			left = 1;
		end	
        else if (CODEWORD == ARROW_RIGHT)	
		begin				
			right = 1;
		end	
		else if (CODEWORD == PLUS)
		begin
		    plus = 1;
		end
		else if (CODEWORD == MINUS)
		begin
		    minus = 1;
		end
		else if (CODEWORD == ENTER)
		begin
            Enter = 1;
		end
		else if (CODEWORD == ESCAPE)
		begin
            Escape = 1;
		end
		else if (CODEWORD == PAUSE)
		begin
            Pause = 1;
		end
	end
	endmodule
File: /design/flow/run.sh
#!/bin/bash
# OpenROAD 26Q1-2900-gdf79404cd8, Yosys 0.63+post, stock flow scripts
make -C /OpenROAD-flow-scripts/flow DESIGN_CONFIG=/design/flow/config.mk WORK_HOME=/design/flow/orfs finish
==> job_summary.md <==
### Flow metrics

| Metric | Value |
|---|---|
| Type of destination of the critical path | `flop` |
| Drt drc | `0` |
| Vias in the first global route | `around 1300` |
| Most instantiated logic cells after routing | `31 x edfxtp_1, 26 x dfxtp_1, 20 x nor2_1` |
| Post-Syn Area | `2310 sq um` |
| Hold path cells | `1` |
| Endpoints failing setup | `0` |
| Distinct cell type count of the synthesized netlist | `31` |
| Area leader, netlist | `edfxtp_1` |
| Worst slew margin relative to its limit | `between 50% and 60%` |
| CP arrival | `2340 ps` |
| Ports | `13` |
| Hold Path Class | `reg -> reg` |
| First-pass GRT wire length | `5660 um` |
| Port Buf Inserts | `11` |
| Final Hold Fails | `0` |
| Ys cells | `194` |
| H-tree levels | `3` |
| Slowest cell on the critical path | `nor3b_1` |
| Total grt overflow | `0` |
| Post-synthesis cell count | `194` |
| Worst Path Required | `between 3000 and 4000 ps` |
| Adder-cell share of the synthesized area | `3.24%` |
| Min-delay src | `CODEWORD[1]` |
| Yosys warns | `0` |
| Clk buf depth | `2` |
| Worst reg2reg path depth | `4` |
| Area leader share | `40.2%` |
| Main logic family | `simple AND/OR/NAND/NOR gates` |
| Core ar. | `5540 sq um` |
| Register share after synthesis | `62.7%` |
| Clock sink count | `57` |
| GPL Wtd Cong | `0.759` |
| Share of layout cells above drive strength 1 | `7.76%` |
| Basic Gates by Area | `20.3%` |
| Max_cap viols | `0` |
| Most numerous logic cell after layout | `edfxtp_1` |
| Critical R2R Launch | `count_reading[7]` |
| WHS Endpoint | `right` |
| CTS Buf Count | `9` |
| Fin crit share | `about two thirds` |
| R2R Setup Slk | `1610 ps` |
| Vias | `between 1000 and 1500` |
| N_diodes | `0` |
| ANT nets after route | `0` |
| Actual slew at the worst max-slew pin | `729 ps` |
| Drt total wl | `3260 um` |
| Post CTS Setup Buffer Count | `0` |
| CP Launch Type | `primary input` |
| Chip area | `6090 sq um` |
| Aoi share | `under 10%` |
| Clock skew | `7.08 ps` |
| Mux cell area share | `0%` |
| Pins Over Slew Limit | `0` |
| Vias/cell | `4.68` |
| TritonRoute pass-1 iters | `4` |
| Latency at later pin | `~330 ps` |
| Tool Warnings | `28` |
| Die Height | `78.1 um` |
| Top fanout value on the critical path | `8` |
| Pwr Total | `1.41 mW` |
| CTS tree | `built` |
| Worst flop-to-flop path endpoint | `read` |
| Largest net degree at the start of global routing | `19` |
| Die width | `78.1 um` |
| Peak supply drop | `0.352 mV` |
| Post-CTS Resized | `0` |
| FP Core Util | `between 40% and 50%` |
| Hold Buf Count CTS | `0` |
| Dpl hpwl | `2050 um` |
| Reg clk slew, reported paths | `60 ps` |
| Fmax | `roughly 0.42 GHz` |
| Syn avg cell area | `between 10 and 15 sq um` |
| Fill cells | `roughly 500` |
| Setup TNS | `0 ps` |
| Wire length per cell | `11.2 um` |
| Leak Pwr | `0.976 nW` |
| Status | `complete, no violations` |
| Clk root buf | `clkbuf_8` |
| Row count | `27` |
| Pwr/cell area | `512 nW/um^2` |
| RSZ-0062 raised after global routing | `no` |
| Biggest area cells | `edfxtp_1 40%, dfxtp_1 22%, and2_1 4.9%` |
| Yosys stat area | `2310 sq um` |
| First DRT Iteration DRCs | `86` |
| Xor+xnor area frac | `8.17%` |
| Antenna violations before repair | `0` |
| Synthesized registers | `57` |
| Slowest stage delay, CP | `between 500 and 600 ps` |
| Area growth from synthesis to layout | `18.9%` |
| Fin crit period | `2380 ps` |
| GRT Overall Usage | `approximately 12%` |
| Worst setup path class | `in -> reg` |
| CP Cell Sequence | `clkdlybuf4s50_1 -> ha_1 -> inv_1 -> a211oi_1 -> nor3b_1` |
synthesized netlist by cell type:
cell and number:
a211oi_1 2, a21boi_0 1, a21boi_1 1, a21oi_1 2, a31oi_1 1, and2_1 18
and2_2 1, and4_1 1, buf_4 1, clkbuf_1 1, conb_1 1, dfxtp_1 26
edfxtp_1 31, ha_1 6, inv_1 10, nand2_1 9, nand2b_1 5, nand3_1 8
nand4_1 3, nor2_1 20, nor2b_1 5, nor3_1 6, nor3b_1 3, nor4bb_1 3
o211ai_1 2, o21ai_0 3, or3_1 3, or3b_2 1, xnor2_1 9, xnor3_1 1
xor2_1 10
cell families (layout without fill, tap and decap cells):
| group | after synthesis | in the layout |
|---|---|---|
| buffers and inverters | 12 | 37 |
| adder cells (fa/ha/maj) | 6 | 6 |
| other | 1 | 1 |
| AND-OR/OR-AND | 12 | 12 |
| XOR/XNOR | 20 | 20 |
| flip-flops | 57 | 57 |
| AND/OR/NAND/NOR | 86 | 86 |
worst max path at each step:
stage | end | slack [ps] | depth (start not counted) | from
after CTS | read | 1160 | 5 | PS2_CLK
final | read | 1120 | 5 | PS2_CLK
after global routing | read | 1060 | 5 | PS2_CLK
layout make-up:
cell class	count	area, sq um	share of cell area, %
Sequential cell	57	1450	52.8
Multi-Input combinational cell	125	813	29.6
Timing Repair Buffer	11	110	4.00
Clock inverter	1	6.26	0.227
Tap cell	72	90.1	3.28
Inverter	10	37.5	1.36
Clock buffer	15	241	8.78
critical path: cells and delay by family:
kind / cells / cell delay [ps]
fa+ha+maj: 1 / 410
buf+inv: 2 / 580
simple gates: 1 / 580
compound gates: 1 / 60
report_power, final:
group	internal [mW]	switching, mW
sequential	0.699	0
clock	0.450	0.251
combinational	0.00345	0.00342
total	1.15	0.255
layer usage:
metal  vias to the layer above  global-route usage (%)  wire, um
met5                         -                       0         0
met4                         0                    3.15        84
met3                         8                    4.49       176
met2                        28                    18.2      1340
met1                       621                    18.3      1660
li1                        705                       -         -
sequential cells by signal (all words and copies together), names as in the netlist, 4 cells and up:
signal,cells
CODEWORD,8
COUNT,4
DOWNCOUNTER,8
count_reading,12
scan_code,11
per-stage QoR:
stage	area, sq um	worst slack [ps]	utilization [%]	cells	hold WS (ps)
floorplan	2310	1460	-	194	425
global placement	2500	857	45.2	275	450
detailed placement	2500	820	45.2	275	458
CTS	2750	1160	49.6	291	466
global route	2750	1060	49.6	291	474
finish	2750	1120	49.6	291	463
Power is estimated from default activity; no workload was simulated.
